File: design/flow/run.sh
#!/bin/bash
# OpenROAD 26Q1-2900-gdf79404cd8, Yosys 0.63+post, stock flow scripts
make -C /OpenROAD-flow-scripts/flow DESIGN_CONFIG=/design/flow/config.mk WORK_HOME=/design/flow/orfs finish
File: design/flow/config.mk
export PLATFORM = sky130hd
export DESIGN_NAME = sync_fifo_spram
export DESIGN_NICKNAME = sync_fifo_spram
export VERILOG_FILES = /design/flow/design.v
export SDC_FILE = /design/flow/constraint.sdc
export NUM_CORES = 4
export LEC_CHECK = 1
export CORE_UTILIZATION = 30
File: design/flow/constraint.sdc
current_design sync_fifo_spram

set clk_period 4.0
set clk_io_pct 0.2

create_clock -name clk0 -period $clk_period [get_ports {clk}]

set non_clock_inputs [all_inputs -no_clocks]
set_input_delay [expr $clk_period * $clk_io_pct] -clock clk0 $non_clock_inputs
set_output_delay [expr $clk_period * $clk_io_pct] -clock clk0 [all_outputs]
File: design/flow/design.v
module sp_ram_model #(
    parameter WIDTH = 8,
    parameter DEPTH = 8
) (
    input   wire                         clk,
    input   wire                         en,
    input   wire                         wen,
    input   wire   [$clog2(DEPTH)-1:0]   addr,
    input   wire   [WIDTH-1:0]           din,
    output  reg    [WIDTH-1:0]           dout
);
reg [WIDTH-1:0] mem [DEPTH];
always @(posedge clk) begin
    if (en) begin
        if (wen) begin
            mem[addr] <= din;
        end
        else begin
            dout <= mem[addr];
        end
    end
end
endmodule
module sync_fifo_spram #(
    parameter WIDTH = 8,
    parameter DEPTH = 8
) (
    input    wire                       clk,
    input    wire                       rst_n,
    input    wire                       wr,
    input    wire  [WIDTH-1:0]          din,
    input    wire                       rd,
    output   wire  [WIDTH-1:0]          dout,
    output   wire  [$clog2(DEPTH):0]    used_cnt,
    output   wire                       full,
    output   wire                       empty
);
localparam AW = $clog2(DEPTH);
localparam ACTUAL_DEPTH = (DEPTH % 2 == 1) ? DEPTH + 1 : DEPTH;
localparam DEPTH_HALF = ACTUAL_DEPTH / 2;
wire  [AW:0]       used_cnt_c; 
reg   [AW:0]       used_cnt_s; 
reg   [AW-1:0]     waddr_c;
reg   [AW-1:0]     waddr_r;
wire  [AW-1:0]     raddr_c;
reg   [AW-1:0]     raddr_r;
wire               in2latch;
wire               latch2ram;
wire               in2ram;
wire  [WIDTH-1:0]  data_latch_c;
reg   [WIDTH-1:0]  data_latch_s;
wire               latch_valid_c;
reg                latch_valid_s;
wire               even_ram_cs;
wire               even_ram_wr;
wire  [AW-2:0]     even_ram_addr;
wire  [WIDTH-1:0]  even_ram_wdata;
wire  [WIDTH-1:0]  even_ram_rdata;
wire               odd_ram_cs;
wire               odd_ram_wr;
wire  [AW-2:0]     odd_ram_addr;
wire  [WIDTH-1:0]  odd_ram_wdata;
wire  [WIDTH-1:0]  odd_ram_rdata;
assign used_cnt_c = wr ? (rd ? used_cnt_s : used_cnt_s + 1'b1) : (rd ? used_cnt_s - 1'b1 : used_cnt_s);
assign in2latch = wr & rd & ((waddr_r[0] == raddr_r[0]) |  latch_valid_s);
assign data_latch_c = in2latch ? din : data_latch_s;
assign latch_valid_c = in2latch ? 1'b1 : 1'b0;
assign latch2ram = latch_valid_s;
assign in2ram = wr & (~in2latch);
always @(*) begin
    case({latch2ram, in2ram})
        2'b00 : waddr_c = waddr_r;
        2'b01:  waddr_c = (waddr_r == ACTUAL_DEPTH-1) ? {AW{1'b0}} : waddr_r + 1;
        2'b10:  waddr_c = (waddr_r == ACTUAL_DEPTH-1) ? {AW{1'b0}} : waddr_r + 1;
        2'b11:  waddr_c = (waddr_r == ACTUAL_DEPTH-1) ? {{(AW-1){1'b0}}, 1'b1} : 
                          (waddr_r == ACTUAL_DEPTH-2) ? {AW{1'b0}} : waddr_r + 2;
    endcase
end
assign raddr_c = rd ? ((raddr_r == ACTUAL_DEPTH-1) ? {AW{1'b0}} : raddr_r + 1'b1) : raddr_r;
assign even_ram_cs = (rd & (~raddr_r[0])) | even_ram_wr;
assign even_ram_wr = (latch2ram & (~waddr_r[0])) | (in2ram & ((~waddr_r[0]) | latch2ram));
assign even_ram_addr = (!even_ram_wr) ? raddr_r[AW-1:1] :
                       (latch2ram && in2ram && waddr_r[0]) ? ((waddr_r == ACTUAL_DEPTH-1) ? {(AW-2){1'b0}} : waddr_r + 1 >> 1) : waddr_r[AW-1:1];
assign even_ram_wdata = (latch2ram && (!waddr_r[0])) ? data_latch_s : din;
assign odd_ram_cs = (rd & raddr_r[0]) | odd_ram_wr;
assign odd_ram_wr = (latch2ram & waddr_r[0]) | (in2ram & (waddr_r[0] | latch2ram));
assign odd_ram_addr = (!odd_ram_wr) ? raddr_r[AW-1:1] : 
                      (latch2ram && in2ram && (!waddr_r[0])) ? ((waddr_r == ACTUAL_DEPTH-1) ? {(AW-2){1'b0}} :  waddr_r + 1 >> 1) : waddr_r[AW-1:1];
assign odd_ram_wdata = (latch2ram && waddr_r[0]) ? data_latch_s : din;
always @(posedge clk or negedge rst_n) begin
    if (!rst_n) begin
        used_cnt_s    <= #1ns {(AW+1){1'b0}};
        waddr_r       <= #1ns {AW{1'b0}};
        raddr_r       <= #1ns {AW{1'b0}};
        latch_valid_s <= #1ns 1'b0;
        data_latch_s  <= #1ns {WIDTH{1'b0}};
    end
    else begin
        used_cnt_s    <= #1ns used_cnt_c;
        waddr_r       <= #1ns waddr_c;
        raddr_r       <= #1ns raddr_c;
        latch_valid_s <= #1ns latch_valid_c;
        data_latch_s  <= #1ns data_latch_c;
    end
end
assign dout  = raddr_r[0] ? even_ram_rdata : odd_ram_rdata;
assign full  = (used_cnt_s == DEPTH);
assign empty = (used_cnt_s == 0);
assign used_cnt = used_cnt_s;
sp_ram_model #(
    .WIDTH(WIDTH),
    .DEPTH(DEPTH_HALF)
) 
odd_ram(
    .clk(clk),
    .en(odd_ram_cs),
    .wen(odd_ram_wr),
    .addr(odd_ram_addr),
    .din(odd_ram_wdata),
    .dout(odd_ram_rdata)
);
sp_ram_model #(
    .WIDTH(WIDTH),
    .DEPTH(DEPTH_HALF)
) 
even_ram(
    .clk(clk),
    .en(even_ram_cs),
    .wen(even_ram_wr),
    .addr(even_ram_addr),
    .din(even_ram_wdata),
    .dout(even_ram_rdata)
);
endmodule
==> run_results.csv <==
group,metric,value,unit
detailed_routing,diodes,0,
yosys,synth_stat.cells,337,
power,ir_worst_vdd,324,µV
floorplan,row_count,44,
grt,grt_pass1_vias,2702,
final_timing,finalCriticalPeriod,3130,ps
critical_path,critical-path-max-stage-delay,570,ps
cts,cts_buffers,9,
power,p_sw_share,34.2,%
cts,cts.clk_slew.worst_paths,70,ps
yosys,top_cell_area_share,53.6,%
final_timing,setup_slack,872,ps
placement,io_buffers,25,
cts,htreeDepth,3,
floorplan,die_y,124,µm
power,seqPwrFrac,43.9,%
critical_path,cp.arrival,3130,ps
floorplan,chipArea,15400,µm²
cts,cts_buffer_depth,2,
final_timing,finalSetupTns,0,ps
detailed_routing,drc,0,
placement,post_dp_cell_area,4940,µm²
cts,cts_tree,"done",
critical_path,path_cells,"clkdlybuf4s50_1 > ha_1 > nand2b_1 > o211ai_2 > and3_1 > and3_1",
hold_path,min-delay-start,"data_latch_s[1]$_DFFE_PN0P_",
critical_path,endpoint_kind,"flop",
detailed_routing,m1WireLength,3.94,mm
cells_and_area,fin_cells,555,
floorplan,core-area,14500,µm²
critical_path,critPathMaxFanout,18,
power,power.switching,1340,µW
run_status,status,"finished, final reports clean",
final_timing,slew_headroom,50.9,%
yosys,edf_count,80,
final_timing,whs,493,ps
critical_path,crit_top_cell,"and3_1",
final_timing,hold_viol,0,
cts,insertion_delay,340,ps
critical_path,timing.rr.start,"waddr_r[0]$_DFFE_PN0P_",
grt,grt-ovfl-total,0,
flow_run,warnings,26,
yosys,ff_type,"edfxtp_1",
grt,grt_max_degree,25,
yosys,synth_seq_share,64.3,%
yosys,synth_flops,99,
critical_path,rr_worst_depth,4,
final_timing,finalClockSkew,7.05,ps
power,p_clk_share,20.8,%
grt,grt_usage,12.4,%
power,p_comb_share,35.3,%
yosys,top_cells_by_count,"edfxtp_1, nand2_1, mux2_2, a21oi_1, dfrtp_1",
final_timing,rsz0062_at_grt,"no",
critical_path,critPathLaunch,"rd",
floorplan,die_w,124,µm
critical_path,critical_path_required,4010,ps
cts,postCtsSetupRepairBufs,0,
detailed_routing,wl_met2,3.81,mm
yosys,synth_cell_type_count,51,
flow_run,drv_cap,0,
cts,cts_resized,0,
power,leakagePower,0.00189,µW
yosys,syn_avg_cell_area,13.3,µm²
yosys,synth_area,4480,µm²
final_timing,worst_slew_pin_slew,734,ps
detailed_routing,highest_layer,"met4",
yosys,yosysTopAreaCell,"edfxtp_1",
yosys,topCellsByArea,"edfxtp_1, dfrtp_1, mux2_2",
yosys,syn_inst,337,
cts,cts.sinks,99,
cts,cts_root_buffer,"clkbuf_16",
yosys,synthArstFlopShare,19.2,%
cells_and_area,final_area,5220,µm²
yosys,ys_area,4480,µm²
detailed_routing,num_vias,2720,
detailed_routing,wire_per_inst,15.2,µm
detailed_routing,firstDrtPassIters,4,
grt,antenna_found_initial,0,
final_timing,fmax,320,MHz
placement,dp_slack,524,ps
detailed_routing,vias_per_cell,4.90,
critical_path,reg2reg_slack,1190,ps
detailed_routing,antenna_left,0,
final_timing,slew_violations,0,
cells_and_area,drive_gt1_share,15.9,%
floorplan,core_util_floorplan,30.8,%
final_timing,period_used_share,78.2,%
placement,routabilityCongestion,0.835,
detailed_routing,drt-initial-drc-count,188,
placement,hpwlAfterDp,6.11,mm
yosys,yosys_warnings,2,
grt,grt_pass1_wl,13.8,mm
detailed_routing,route.met3.wl,537,µm
critical_path,reg2reg_to,"odd_ram.mem[0][7]$_DFFE_PP_",
critical_path,criticalPathCategory,"input port to flop",
cts,hold_buffers,0,
power,p_per_area,749,nW/µm²
hold_path,hp-class,"flop to flop",
final_timing,finalSetupViolations,0,
hold_path,hold_depth,2,
floorplan,ioPinCount,26,
critical_path,startpoint_type,"input port",
hold_path,holdPathEnd,"data_latch_s[1]$_DFFE_PN0P_",
cells_and_area,area_growth,16.6,%
yosys,synth_top_cell_by_count,"edfxtp_1",
placement,dp.cells,539,
critical_path,crit_slowest_cell,"and3_1",
power,p_int,2570,µW
detailed_routing,routed_wl,8.42,mm
power groups by stage:
stage / Sequential [µW] / Combinational (µW) / Clock (µW)
CTS: 1720 / 1400 / 833
global route: 1750 / 1550 / 873
finish: 1720 / 1380 / 815
placed cells by master (no fill, tap or decap), drive strengths merged, types with 4 or more instances in the layout:
cell type       n
a32oi           8
nand2          57
o21ai           5
clkbuf          9
edfxtp         80
xnor2           5
mux2           26
ha              8
a21oi          22
dfrtp          19
nor2           12
buf            10
mux2i           8
nand2b         13
inv             8
a22oi           8
clkdlybuf4s50  25
and3            4
how the worst max path moves through the flow:
stage / to
after global routing: odd_ram.mem[0][3]$_DFFE_PP_
after CTS: odd_ram.mem[0][0]$_DFFE_PP_
final: odd_ram.mem[0][7]$_DFFE_PP_
through the flow:
step                util [%]  total power, µW
floorplan                  -             2690
global placement        34.0             3100
detailed placement      34.0             3120
CTS                     35.9             3950
global route            35.9             4170
finish                  35.9             3910
worst max-delay path, delay by kind of cell:
kind | cells | cell delay (ps)
and+or+nand+nor | 3 | 1290
buffers and inverters | 1 | 520
adders and majority gates | 1 | 290
AOI/OAI and AO/OA | 1 | 230
state kept, by name, summed over array words and instances (netlist names):
register and cells:
even_ram.mem 32, odd_ram.dout 8, odd_ram.mem 32, raddr_r 3, waddr_r 3, latch_valid_s 1, even_ram.dout 8, data_latch_s 8
used_cnt_s 4
cells by family (layout without fill, tap and decap cells):
| family | after synthesis | count (layout) | share of synthesized area (%) |
|---|---|---|---|
| buf+inv | 22 | 56 | 2.57 |
| fa+ha+maj | 9 | 9 | 2.68 |
| mux | 34 | 34 | 8.33 |
| compound gates | 60 | 60 | 9.33 |
| simple gates | 107 | 107 | 11.7 |
| flops | 99 | 99 | 64.3 |
| xor+xnor | 6 | 6 | 1.17 |
area by class of cell:
type,count,area (µm²)
multi-input combinational,216,1490
clock inverter,7,58.8
sequential,99,2880
inverter,5,18.8
clock buffer,9,225
timing repair buffer,35,325
tap,184,230
fill,1400,9310
metal layers:
metal / up-vias / global-route usage (%)
met1: 1317 / 18.7
met2: 84 / 18.9
met5: - / 0
met4: 0 / 1.49
li1: 1309 / -
met3: 10 / 3.88
Power and IR drop assume default switching activity.

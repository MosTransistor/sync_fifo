`/design/flow/config.mk`:
```
export PLATFORM = sky130hd
export DESIGN_NAME = sync_fifo_tpram
export DESIGN_NICKNAME = sync_fifo_tpram
export VERILOG_FILES = /design/flow/design.v
export SDC_FILE = /design/flow/constraint.sdc
export NUM_CORES = 4
export LEC_CHECK = 1
export CORE_UTILIZATION = 50
```
`/design/flow/design.v`:
```
module sync_fifo_tpram #(
    parameter WIDTH = 8,
    parameter DEPTH = 8
) (
    input    wire                       clk,
    input    wire                       rst_n,
    input    wire                       wr,
    input    wire  [WIDTH-1:0]          din,
    input    wire                       rd,
    output   wire  [WIDTH-1:0]          dout,
    output   wire  [$clog2(DEPTH):0]    used_cnt,
    output   wire                       full,
    output   wire                       empty
);
localparam AW = $clog2(DEPTH);
wire  [AW:0]       used_cnt_c; 
reg   [AW:0]       used_cnt_s; 
wire  [AW-1:0]     waddr_c;
reg   [AW-1:0]     waddr_r;
wire  [AW-1:0]     raddr_c;
reg   [AW-1:0]     raddr_r;
wire               ram_wr;
wire  [AW-1:0]     ram_wr_addr;
wire  [WIDTH-1:0]  ram_wdata;
wire               ram_rd;
wire  [AW-1:0]     ram_rd_addr;
wire  [WIDTH-1:0]  ram_rdata;
assign used_cnt_c = wr ? (rd ? used_cnt_s : used_cnt_s + 1'b1) : (rd ? used_cnt_s - 1'b1 : used_cnt_s);
assign waddr_c = wr ? ((waddr_r == DEPTH-1) ? {AW{1'b0}} : waddr_r + 1'b1) : waddr_r;
assign raddr_c = rd ? ((raddr_r == DEPTH-1) ? {AW{1'b0}} : raddr_r + 1'b1) : raddr_r;
assign ram_wr = wr;
assign ram_wr_addr = waddr_r;
assign ram_wdata = din;
assign ram_rd = rd;
assign ram_rd_addr = raddr_r;
always @(posedge clk or negedge rst_n) begin
    if (!rst_n) begin
        used_cnt_s    <= #1ns {(AW+1){1'b0}};
        waddr_r       <= #1ns {AW{1'b0}};
        raddr_r       <= #1ns {AW{1'b0}};
    end
    else begin
        used_cnt_s    <= #1ns used_cnt_c;
        waddr_r       <= #1ns waddr_c;
        raddr_r       <= #1ns raddr_c;
    end
end
assign dout  = ram_rdata;
assign full  = (used_cnt_s == DEPTH);
assign empty = (used_cnt_s == 0);
assign used_cnt = used_cnt_s;
tp_ram_model #(
    .WIDTH(WIDTH),
    .DEPTH(DEPTH)
) 
data_ram(
    .clka(clk),
    .rena(ram_rd),
    .addra(ram_rd_addr),
    .douta(ram_rdata),
    .clkb(clk),
    .wenb(ram_wr),
    .addrb(ram_wr_addr),
    .dinb(ram_wdata)
);
endmodule
module tp_ram_model #(
    parameter WIDTH = 8,
    parameter DEPTH = 8
) (
    input   wire                         clka,
    input   wire                         rena,
    input   wire   [$clog2(DEPTH)-1:0]   addra,
    output  reg    [WIDTH-1:0]           douta,
    input   wire                         clkb,
    input   wire                         wenb,
    input   wire   [$clog2(DEPTH)-1:0]   addrb,
    input   wire   [WIDTH-1:0]           dinb
);
reg [WIDTH-1:0] mem [DEPTH];
always @(posedge clkb) begin
    if (wenb) begin
        mem[addrb] <= dinb;
    end
end
always @(posedge clka) begin
    if (rena) begin
        douta <= mem[addra];
    end
end
endmodule
```
`/design/flow/constraint.sdc`:
```
current_design sync_fifo_tpram

set clk_period 2.9
set clk_io_pct 0.2

create_clock -name clk0 -period $clk_period [get_ports {clk}]

set non_clock_inputs [all_inputs -no_clocks]
set_input_delay [expr $clk_period * $clk_io_pct] -clock clk0 $non_clock_inputs
set_output_delay [expr $clk_period * $clk_io_pct] -clock clk0 [all_outputs]
```
`/design/flow/run.sh`:
```
#!/bin/bash
# OpenROAD 26Q1-2900-gdf79404cd8, Yosys 0.63+post, stock flow scripts
make -C /OpenROAD-flow-scripts/flow DESIGN_CONFIG=/design/flow/config.mk WORK_HOME=/design/flow/orfs finish
```
==> flow_metrics.rpt <==
=== SYNTHESIS / PLACE & ROUTE SUMMARY ===
----------------------------------------------------
[Final layout]
  Final Core Density ........................ 0.612
  Final cell count without fillers ........................ 285
  Post-synthesis to final-layout area growth ........................ 16.7%
  Share of layout cells above drive strength 1 ........................ 0.231

[Worst setup path]
  Maximum net fanout on the critical path ........................ 7
  Element type at the critical path end ........................ output pin
  Family with the most delay on the worst path ........................ buffers and inverters
  Crit path max-delay cell type ........................ sky130_fd_sc_hd__clkdlybuf4s50_1
  Required @ worst endpoint ........................ 2.32 ns
  Critical setup path kind ........................ reg -> out
  Startpoint type of the worst setup path ........................ flop
  CP arrival ........................ 1.69 ns
  Buffers & Inverters on Critical Path ........................ 1
  Delay contributed by the slowest stage of the critical path ........................ 0.52 ns
  Cell Chain, Critical Path ........................ nor4b_1 -> clkdlybuf4s50_1

[Timing]
  RSZ-0062 raised after global routing ........................ false
  Final Hold Violation Tally ........................ 0
  Max Freq ........................ 0.440 GHz
  Layout Skew ........................ 0.00567 ns
  Worst Tran Pin Value ........................ 0.796 ns
  Worst Hold Slack ........................ 0.560 ns
  Rel. slew slack ........................ 0.469
  Count of endpoints failing setup in the final report ........................ 0
  Final min period ........................ 2.27 ns
  Count of pins over their slew limit ........................ 0
  Final worst path period share ........................ 0.784
  Setup TNS Final ........................ 0 ns

[Yosys]
  Chip Area, Yosys ........................ 0.00337 mm²
  Biggest area contributors in the synthesized netlist ........................ sky130_fd_sc_hd__edfxtp_1 64%, sky130_fd_sc_hd__dfrtp_1 7.4%, sky130_fd_sc_hd__mux4_1 6.2%
  Cell taking the most area after synthesis ........................ sky130_fd_sc_hd__edfxtp_1
  EDFF count, synth ........................ 72
  Post-synthesis sequential element count ........................ 82
  Mapped cell area ........................ 0.00337 mm²
  Ys async rst share ........................ 0.122
  # Cells Yosys ........................ 164
  Top cell type by instance count after synthesis ........................ sky130_fd_sc_hd__edfxtp_1
  Most used DFF post-synth ........................ sky130_fd_sc_hd__edfxtp_1
  Count of warnings emitted by yosys ........................ 2
  Mapped Cells ........................ 164
  Top cells by count, synth ........................ 72 x sky130_fd_sc_hd__edfxtp_1, 10 x sky130_fd_sc_hd__dfrtp_1, 8 x sky130_fd_sc_hd__mux2_4, 8 x sky130_fd_sc_hd__mux4_1, 8 x sky130_fd_sc_hd__mux4_2
  Area share, top type ........................ 0.642
  Tally of unique sky130hd cells used after synthesis ........................ 32
  Post-synthesis area per instance ........................ 20.5 µm²
  Share of synthesized area occupied by flip-flops and latches ........................ 0.717

[Die]
  Floorplan Core Area ........................ 0.00642 mm²
  Share of the core filled by cells before placement ........................ 0.524
  Width of the die ........................ 84.0 µm
  Area of the die ........................ 0.00706 mm²
  DIE HEIGHT ........................ 84.0 µm
  I/O pin total ........................ 26
  Site row count ........................ 29

[Detailed routing]
  Final antenna diode count ........................ 0
  Pre-Repair DR Iteration Count ........................ 45
  Per-cell routed wire length ........................ 19.9 µm
  Vias after detailed routing ........................ 1635
  Routed via count divided by cell count ........................ 5.74
  Antenna-violating nets left ........................ 0
  Post-route DRC violation count ........................ 3
  Drt first-iter violations ........................ 107
  Total wire length ........................ 5.67 mm

[Clock network]
  Deepest clock path buffer count ........................ 2
  CTS tree ........................ built
  Buffers inserted during post-CTS setup optimization ........................ 0
  Inserted Clock Buffers ........................ 9
  Insertion delay to the later sink of the worst-skew pair ........................ 0.34 ns
  Count of clock tree sinks ........................ 82
  Count of cells resized by post-cts repair ........................ 0
  Root buffer cell ........................ sky130_fd_sc_hd__clkbuf_8
  # hold bufs at CTS ........................ 0
  Count of H-tree levels built during CTS ........................ 3
  Clock input transition at the sequential cells of the worst setup and hold paths ........................ 0.08 ns

[Pwr]
  Power per unit of standard cell area ........................ 908 mW/mm²
  Power, Total ........................ 3.57 mW
  Leakage dissipation ........................ 1.38 nW
  IR Drop Worst-Case VDD ........................ 0.513 mV

[GRT]
  Fraction of met3 tracks used by global routing ........................ 0.102
  Grt met2 use ........................ 0.264
  Tot GR Track Use ........................ 0.198
  Pin count of the biggest net entering global routing ........................ 20
  Most used routing layer in global routing ........................ met1
  Met1 global-route usage ........................ 0.345
  Global-route wire length before repair ........................ 9.44 mm
  Antenna violations before repair ........................ 0
  Remaining global-route overflow ........................ 0
  Vias in the first global route ........................ 1743

[Run status]
  Result of the run ........................ complete, but fails checks
  Violations in the final reports ........................ design-rule violations

[Placement]
  Final weighted congestion in routability-driven placement ........................ 0.784
  Placed Instances ........................ 269
  HPWL after detailed placement ........................ 3.74 mm
  # port buffers ........................ 25

[Min path]
  Classification of the worst-slack hold path ........................ in -> async

[Run]
  Max-capacitance violation count ........................ 0
  OpenROAD warnings ........................ 25

----------------------------------------------------
## layout make-up
cell class | count | area (µm²)
fill | 445 | 2490
tap | 77 | 96.3
multi-input combinational | 73 | 892
inverter | 2 | 7.51
timing repair buffer | 35 | 325
clock inverter | 7 | 70.1
clock buffer | 9 | 124
sequential | 82 | 2410
## final timing paths
path,slack [ns],to,from,cells after the start
setup / recovery,0.63,full,used_cnt_s[0],2
setup reg to reg,1.04,data_ram.douta[1],raddr_r[1],2
hold reg to reg,0.58,used_cnt_s[2],used_cnt_s[2],2
max in group asynchronous,2.01,used_cnt_s[0],rst_n,1
hold / removal,0.56,raddr_r[0],rst_n,1
min in group clk0,0.58,used_cnt_s[2],used_cnt_s[2],2
## cell usage in the layout, fill, tap and decap left out, types with 3 or more instances in the layout
| cell | Yosys | layout |
|---|---|---|
| sky130_fd_sc_hd__buf_4 | 0 | 10 |
| sky130_fd_sc_hd__clkbuf_8 | 0 | 9 |
| sky130_fd_sc_hd__clkdlybuf4s50_1 | 0 | 25 |
| sky130_fd_sc_hd__clkinvlp_4 | 0 | 3 |
| sky130_fd_sc_hd__dfrtp_1 | 10 | 10 |
| sky130_fd_sc_hd__edfxtp_1 | 72 | 72 |
| sky130_fd_sc_hd__ha_1 | 6 | 6 |
| sky130_fd_sc_hd__mux2_2 | 6 | 6 |
| sky130_fd_sc_hd__mux2_4 | 8 | 8 |
| sky130_fd_sc_hd__mux4_1 | 8 | 8 |
| sky130_fd_sc_hd__mux4_2 | 8 | 8 |
| sky130_fd_sc_hd__nand2_1 | 4 | 4 |
| sky130_fd_sc_hd__nand2b_1 | 3 | 3 |
| sky130_fd_sc_hd__nor2_1 | 7 | 7 |
| sky130_fd_sc_hd__nor3_1 | 3 | 3 |
| sky130_fd_sc_hd__xnor2_1 | 3 | 3 |
## registers in the layout (all words and copies together), names as in the netlist
signal / count
waddr_r: 3
data_ram.douta: 8
data_ram.mem: 64
raddr_r: 3
used_cnt_s: 4
## worst register-to-register path, delay by kind of cell (launching register included)
kind   cells  cell delay (ns)
flops      1             0.86
mux        2             0.76
## layer usage
layer,routed length [µm],vias up
met2,2520,70
met5,0,-
met1,2460,813
met3,597,9
met4,91,0
li1,-,743
## cells by family after synthesis
| group | Yosys count | share of synthesized area |
|---|---|---|
| compound gates | 8 | 0.0167 |
| xor+xnor | 3 | 0.00781 |
| fa+ha+maj | 7 | 0.0283 |
| buf+inv | 9 | 0.0182 |
| flops | 82 | 0.717 |
| mux | 31 | 0.175 |
| simple gates | 24 | 0.0375 |
## report_power, final
part           internal, mW  switching (mW)
Sequential             1.57           0.209
Combinational         0.641           0.368
Clock                 0.394           0.390
Total                  2.60           0.967
## per-stage QoR
| stage | cell area [µm²] | setup slack [ns] |
|---|---|---|
| 6_report | 3930 | 0.628 |
| 5_1_grt | 3930 | 0.508 |
| 4_1_cts | 3930 | 0.601 |
| 3_5_place_dp | 3730 | 0.535 |
| 3_3_place_gp | 3730 | 0.664 |
| 2_1_floorplan | 3370 | 1.00 |
Power is estimated from default activity; no workload was simulated.
